$ cat ./design.v
`timescale 1ns / 1ps
module ram(i_clk, i_rst, i_write_en, i_addr, i_write_data, o_read_data);
    input i_clk, i_rst, i_write_en;
    input [2:0] i_addr;
    input [7:0] i_write_data;
    output reg [7:0] o_read_data;
    reg [7:0] mem [0:7];
    always @ (posedge i_clk) begin
        if(i_rst) begin
            mem[0]<= 8'b0;
            mem[1]<= 8'b0;
            mem[2]<= 8'b0;
            mem[3]<= 8'b0;
            mem[4]<= 8'b0;
            mem[5]<= 8'b0;
            mem[6]<= 8'b0;
            mem[7]<= 8'b0;
        end 
        else begin
            if(i_write_en)
                mem[i_addr] <= i_write_data;
            else
                o_read_data <= mem[i_addr];
            end
        end
endmodule
module rom(ROM_data, ROM_addr);
    output reg [3:0] ROM_data;
    input[2:0] ROM_addr;
    always @ (ROM_addr) begin
        case (ROM_addr)
         3'd0: ROM_data = 4'b0000;
         3'd1: ROM_data = 4'b1100;
         3'd2: ROM_data = 4'b0110;
         3'd3: ROM_data = 4'b0111;
         3'd4: ROM_data = 4'b1000;
         3'd5: ROM_data = 4'b0001;
         3'd6: ROM_data = 4'b1101;
         3'd7: ROM_data = 4'b1110;
    endcase
  end
endmodule
module seq_multiplier(a,b,product);
    input [3:0] a,b;
    wire [3:0]m0;
    wire [4:0]m1;
    wire [5:0]m2;
    wire [6:0]m3;
    wire [7:0] s1,s2,s3;
    output [7:0] product;
    assign m0 = {4{a[0]}} & b[3:0];
    assign m1 = {4{a[1]}} & b[3:0];
    assign m2 = {4{a[2]}} & b[3:0];
    assign m3 = {4{a[3]}} & b[3:0];
    assign s1 = m0 + (m1<<1);
    assign s2 = s1 + (m2<<2);
    assign s3 = s2 + (m3<<3);
    assign product = s3;
endmodule
module lab11(
    );
endmodule
module RF(A, B, SA, SB, D, DA, W, rst, clk);
	output [3:0]A;  
	output [3:0]B;  
	input SA;  
	input SB;  
	input [3:0]D;  
	input DA;  
	input W;  
	input rst;  
	input clk;
	wire [1:0]load_enable;
	wire [3:0]R00, R01;
	Decoder1to2 decoder (load_enable, DA, W);
	RegisterNbit reg00 (D,R00,load_enable[0], rst, clk);  
	RegisterNbit reg01 (D,R01,load_enable[1], rst, clk);
	Mux2to1Nbit muxA (A,R00, R01, SA);
	Mux2to1Nbit muxB (B,R00, R01,SB); 
endmodule
module RegisterNbit(D, Q,  L, R, clock);
	parameter N = 4;  
	output reg [N-1:0]Q;  
	input [N-1:0]D;  
	input L;  
	input R;  
	input clock;  
	always @(posedge clock or posedge R) begin
		if(R)
			Q <= 0;
		else if(L)
			Q <= D;
		else
			Q <= Q;
	end
endmodule
module Decoder1to2(m, S, en);
	input S;  
	input en;  
	output [1:0]m;  
	assign m[0] = ~S&en;
	assign m[1] = S&en;
endmodule
module Mux2to1Nbit(o, i1,i2, s);
   input [3:0] i1,i2;
   input  s;
   output reg  [3:0] o;
always @(s or i1 or i2)
begin
   case (s)
      1'b0 : o = i1;
      1'b1 : o = i2;
      default : o = 4'b0;
   endcase
end
endmodule
module cu ( 
input clk, reset,
  input [2:0] adr1,
  input [2:0] adr2,
  output reg w_rf,
  output reg [2:0] adr,
  output reg DA,SA,SB,
  output reg [3:0] st_out,
  output reg w_ram  
);
parameter S0_idle = 0 , S1_send_adr1 = 1 , S2_send_adr2 = 2 ,S3_multiply = 3 ,S4_write_ram =
4,S5_read_ram=5 ;
reg [3:0] PS,NS ;
always@(posedge clk or posedge reset)
    begin
    if(reset)
        PS <=S0_idle;
    else
        PS <= NS ;
    end
always@(*)
    begin
    case(PS)
        S0_idle:begin
        NS = S1_send_adr1;
        w_rf <= 0;
        w_ram <= 1'b0;
        st_out <= S0_idle;
    end
S1_send_adr1:begin
    w_rf <= 1'b1;
    adr<= adr1;
    DA <=1'b0;
    SA <=1'b0;
    SB <=1'b1;
    st_out <= S1_send_adr1;
    NS <= S2_send_adr2;
end
S2_send_adr2:begin
    w_rf <= 1'b1;
    adr<= adr2;
    NS <= S3_multiply;
    DA <=1'b1;
    SA <=1'b0;
    SB <=1'b1;
    st_out <= S2_send_adr2;
end
S3_multiply: begin
    NS <= S4_write_ram;
    st_out <= S3_multiply;
    w_ram<= 1'b1;
end
S4_write_ram: begin
    st_out <= S4_write_ram;
    NS <= S5_read_ram;
end
S5_read_ram: begin
    w_ram<= 1'b0;
    st_out <= S5_read_ram;
    if(!reset) begin
        NS <= S5_read_ram;
    end
    else begin
        NS <= S0_idle;
    end
    end
    endcase
end
endmodule
module Multiplier_top(clk,rst,adr1_r,adr2_r,adr_ram,result,st_out);
output [7:0]result;
output [3:0] st_out;  
input clk,rst;
input [2:0]adr1_r,adr2_r,adr_ram;
wire write, DA, SA, SB, w_r;
wire [2:0] rom_adr;
wire [3:0] rom_data, data1, data2;
wire [7:0] product;
rom uut1(.ROM_data(rom_data), .ROM_addr(rom_adr));
cu uut4(.clk(clk), .reset(rst), .adr1(adr1_r), .adr2(adr2_r), .w_rf(write)
,.adr(rom_adr), .DA(DA), .SA(SA), .SB(SB), .st_out(st_out), .w_ram(w_r));
RF uut5(.A(data1), .B(data2), .SA(SA), .SB(SB), .D(rom_data), .DA(DA), .W(write), .rst(rst), .clk(clk)); 
seq_multiplier uut2(.a(data1), .b(data2), .product(product));  
ram uut3(.i_clk(clk), .i_rst(rst), .i_write_en(w_r), .i_addr(adr_ram), .i_write_data(product), .o_read_data(result));
endmodule
$ cat ./run.sh
#!/bin/bash
# OpenROAD 26Q1-2900-gdf79404cd8, Yosys 0.63+post, stock flow scripts
make -C /OpenROAD-flow-scripts/flow DESIGN_CONFIG=/design/flow/config.mk WORK_HOME=/design/flow/orfs finish
$ cat ./config.mk
export PLATFORM = sky130hd
export DESIGN_NAME = Multiplier_top
export DESIGN_NICKNAME = Multiplier_top
export VERILOG_FILES = /design/flow/design.v
export SDC_FILE = /design/flow/constraint.sdc
export NUM_CORES = 4
export LEC_CHECK = 1
export CORE_UTILIZATION = 40
$ cat ./constraint.sdc
current_design Multiplier_top

set clk_period 4.8
set clk_io_pct 0.2

create_clock -name clk0 -period $clk_period [get_ports {clk}]

set non_clock_inputs [all_inputs -no_clocks]
set_input_delay [expr $clk_period * $clk_io_pct] -clock clk0 $non_clock_inputs
set_output_delay [expr $clk_period * $clk_io_pct] -clock clk0 [all_outputs]
==> qor.yml <==
synthesis:
  topCellsByArea: "edfxtp_1 (48%), mux4_2 (7.1%), dfrtp_1 (6.2%), nand2_1 (4.2%), dlxtn_1 (4.0%)"
  synth_cell_types: 37
  synth.top_cell.area_share_pct: 48.46
  synth_area_sq_mm: 0.004462
  dominantRegCellSynth: "edfxtp_1"
  synthCells: 358
  ys_area_sq_mm: 0.004462
  yosysCellCount: 358
  ys_warn_count: 5
  avgSynthCellArea_sq_um: 12.46
  synthArstFlopShare_pct: 11.58
  synth_flops: 95
  edf_count: 72
  synth_top_cell_by_area: "edfxtp_1"
timing:
  unclocked_pins: 12
  rsz0062_at_grt: "no"
  period_used_pct: 70.74
  tns_ns: 0
  tightestPinTransition_ns: 0.6353
  untimed_endpoints: 18
  hold_slack_ns: 0.5548
  finClkSkew_ns: 0.01392
  report.final.slew_viol_count: 0
  clock.fmax_mhz: 294.5
  hold_viol: 0
  relSlewSlack_pct: 57.38
  finalSetupViolations: 0
  post-route-min-period_ns: 3.396
clocking:
  cts_max_path_buffers: 2
  clk_latency_ns: 0.37
  htree_levels: 3
  path_clk_slew_ns: 0.09
  post_cts_buffers: 0
  clock-root-buffer: "clkbuf_8"
  ctsHoldBuffers: 0
  tritoncts.num_buffers: 9
  ctsResizeCount: 0
  cts_tree: "built"
pwr:
  power.density_mw_per_mm2: 284.6
  p_comb_share_pct: 7.9
  pwr-share-seq_pct: 57.4
  netSwitchingFraction_pct: 25.53
  p_clk_share_pct: 34.7
  p_int_mw: 1.063
  p_switching_mw: 0.3643
  p_leak_nw: 2.088
  ir_worst_vdd_v: 0.0001244
floorplan:
  ios: 23
  die_x_um: 107.6
  die_h_um: 107.6
  fp_util_pct: 41.16
  die_area_sq_mm: 0.01158
  rows: 38
  core_area_sq_mm: 0.01084
status:
  status: "completed"
routing:
  wl_met2_um: 4243
  met3_length_um: 699
  ant_nets: 0
  drc: 0
  detail_route.wl_per_cell_um: 16.98
  drt-vias-per-instance: 5.198
  drtIter0Drc: 148
  firstDrtPassIters: 4
  diodes: 0
  routed.top_layer: "met4"
  met1_length_um: 3856
  vias: 2729
  wl_um: 8912
critical_path:
  reg2reg_depth: 11
  crit_chain: "and2_1 > ha_1 > fa_1 > xnor2_1 > fa_1 > inv_1 > ha_1 > inv_1 > fa_1 > xor2_1 > nor2_1"
  rr_endpoint: "uut3.mem[0][5]"
  critPathSlowestCell: "xor2_1"
  crit_top_cell: "fa_1"
  path_class: "flop to flop"
  timing.reg2reg.setup_slack_ns: 1.40
  crit_fanout: 8
  timing.rr.start: "uut5.reg01.Q[1]"
  critPathMaxStageDelay_ns: 0.53
  critical_path_required_ns: 4.90
  path_delay_family: "adder cells"
  endpoint_kind: "flop"
  worst-path-buf-inv: 2
  cp.arrival_ns: 3.49
  start_kind: "flop"
worst_hold_path:
  hold_path_startpoint: "uut5.reg01.Q[0]"
  hold_class: "flop to flop"
  hold_depth: 2
  holdPathEnd: "uut5.reg01.Q[0]"
global_route:
  grt_pass1_wl_um: 14820
  grt_usage_pct: 18.38
  grt.overflow.total: 0
  grt_max_degree: 25
  antenna_found_initial: 0
  grt_pass1_vias: 2797
placement:
  hpwl_um: 6089
  post_dp_cell_area_sq_mm: 0.004817
  io_buffers: 21
  gp_congestion: 0.8211
cells_and_area:
  drive_gt1_share_pct: 11.95
  layout_top_cell: "edfxtp_1"
  final_cell_mix: "edfxtp_1 (72), nand2_1 (50), nor2_1 (28), and3_1 (25), clkdlybuf4s50_1 (21)"
  area_delta_synth_final_pct: 12.37
  fin_area_sq_mm: 0.005014
job:
  cap_violations: 0
  warnings: 28
[power by group through the flow]
| stage | combinational (mW) | clock (mW) | sequential, mW |
|---|---|---|---|
| CTS | 0.115 | 0.505 | 0.820 |
| global route | 0.127 | 0.534 | 0.822 |
| finish | 0.113 | 0.495 | 0.819 |
[worst reg2reg max path, cell delays in order, from the launching register on]
cell and delay, ns:
dfrtp_1 0.42, and2_1 0.17, ha_1 0.22, fa_1 0.40, xnor2_1 0.16, fa_1 0.47
inv_1 0.07, ha_1 0.17, inv_1 0.05, fa_1 0.39, xor2_1 0.53, nor2_1 0.09
[layer usage]
layer  global-route usage, %  up-vias
met1                   26.66     1303
met3                   7.222       10
met2                   28.80       95
met4                   2.250        0
li1                        -     1321
met5                       0        -
[metrics by stage]
step	setup WS, ns	cells	util (%)	power [mW]
floorplan	1.632	358	-	0.9025
global placement	1.401	509	44.44	0.9485
detailed placement	1.373	509	44.44	0.9505
CTS	1.367	525	46.25	1.440
global route	1.131	525	46.25	1.483
finish	1.404	525	46.25	1.427
[registers in the layout, indices dropped and copies added, names as in the netlist]
| signal | flops |
|---|---|
| uut4.NS | 3 |
| uut5.reg01.Q | 4 |
| uut4.w_rf | 1 |
| uut4.DA | 1 |
| uut3.o_read_data | 8 |
| uut4.PS | 3 |
| uut4.adr | 3 |
| uut4.w_ram | 1 |
| uut3.mem | 64 |
| uut4.st_out | 3 |
| uut5.reg00.Q | 4 |
[worst max path at each step]
| stage | start | to | cells after the start |
|---|---|---|---|
| 6_report | uut5.reg01.Q[1] | uut3.mem[0][5] | 11 |
| 5_1_grt | uut5.reg01.Q[1] | uut3.mem[6][5] | 11 |
| 4_1_cts | uut5.reg01.Q[2] | uut3.mem[5][6] | 11 |
[Yosys cell counts (all sizes together), types with 2 or more instances]
master,n
nand3b,9
o21ai,11
mux2i,14
nor2,28
dlxtn,12
xor2,2
fa,5
mux4,14
and2b,2
ha,12
and3b,2
nand3,8
nor2b,7
a21oi,14
mux2,6
edfxtp,72
dfrtp,11
xnor2,2
inv,14
and2,9
a21o,3
nand2,50
clkbuf,5
and3,25
nand2b,2
buf,12
[cell families after synthesis]
kind of cell,count (synthesis),share of synthesized area (%)
latches,12,4.038
other,1,0.08405
buffers and inverters,32,3.112
xor gates and xnor gates,4,0.7853
muxes,34,11.72
DFF,83,54.63
and+or+nand+nor,145,16.26
AOI/OAI and AO/OA,30,3.758
adders and majority gates,17,5.609
[layout make-up]
| cell class | count | area (sq um) |
|---|---|---|
| Fill cell | 982 | 5827 |
| Sequential cell | 95 | 2618 |
| Multi-Input combinational cell | 231 | 1705 |
| Timing Repair Buffer | 28 | 262.8 |
| Tap cell | 140 | 175.2 |
| Clock buffer | 9 | 123.9 |
| Clock inverter | 7 | 72.57 |
| Inverter | 15 | 56.30 |
No activity file was given, so power comes from the tool's default toggle rates.
